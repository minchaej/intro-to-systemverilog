**design/flow/run.sh**
```bash
#!/bin/bash
# OpenROAD 26Q1-2900-gdf79404cd8, Yosys 0.63+post, stock flow scripts
make -C /OpenROAD-flow-scripts/flow DESIGN_CONFIG=/design/flow/config.mk WORK_HOME=/design/flow/orfs finish
```
**design/flow/config.mk**
```make
export PLATFORM = sky130hd
export DESIGN_NAME = up_down_counter
export DESIGN_NICKNAME = up_down_counter
export VERILOG_FILES = /design/flow/design.v
export SDC_FILE = /design/flow/constraint.sdc
export NUM_CORES = 4
export LEC_CHECK = 1
export CORE_AREA = 10 10 70 70
export DIE_AREA = 0 0 80 80
```
**design/flow/constraint.sdc**
```tcl
current_design up_down_counter

set clk_period 1.8
set clk_io_pct 0.2

create_clock -name clk0 -period $clk_period [get_ports {clk}]

set non_clock_inputs [all_inputs -no_clocks]
set_input_delay [expr $clk_period * $clk_io_pct] -clock clk0 $non_clock_inputs
set_output_delay [expr $clk_period * $clk_io_pct] -clock clk0 [all_outputs]
```
**design/flow/design.v**
```verilog
module up_down_counter #(
    parameter N = 4
) (
    input  logic         clk,
    input  logic         en_b,
    input  logic         load_b,
    input  logic         up,
    input  logic [N-1:0] load_in,
    output logic [N-1:0] q,
    output logic         rco_b
);
    always_ff @(posedge clk) begin
        if (~en_b) begin
            if (load_b) begin
                q <= up ? q + 1 : q - 1;
            end
            else begin
                q <= load_in;
            end
        end
    end
    assign rco_b = ~((up & (&q)) | (~up & ~(|q)));
endmodule
```
==> out/metrics.yaml <==
required_ns: 1.44
top_register: "q"
cts_tree: "done"
timing.slew.headroom: 0.865
worstMarginPinSlew_ns: 0.202
ys_types: 17
xor_share: 0.0619
fin_crit_ns: 1.75
p_clk_frac: 0.313
wl_um: 875
setup_violations: 0
swShare: 0.246
avgSynthCellArea_um2: 10.9
root_buffer: "clkbuf_4"
die_h_um: 80
grtUsageTotal: 0.0275
fill_cells: 392
drc_errors: 0
h-tree-depth: 1
warnings: 26
crit_end: "rco_b"
vias: 298
placed_cell_area_um2: 505
topCellsByArea: "edfxtp_1, ha_1, fa_1"
cts_buffers: 3
p_leak_nw: 0.216
fin_tns_setup_ns: 0
synthCells: 26
syn_to_final_growth_pct: 92.9
layout_top_cell: "clkdlybuf4s50_1"
synthSimpleGateAreaFrac: 0.142
hp-class: "flip-flop to flip-flop"
cp_max_fo: 3
cts.sinks: 4
grt_first_pass_wirelength_um: 1380
antenna_found_initial: 0
drive_gt1_frac: 0.327
vias_per_cell: 3.14
critPathLaunchType: "flip-flop"
reg_top3: "q (4)"
place_congestion: 0.792
reg2reg_slack_ns: 0.09
clkSlewWorstSetupHoldPaths_ns: 0.04
grt_pass1_vias: 350
overflow: 0
stdcell_area_um2: 546
cap_violations: 0
status: "finished clean"
antenna_cells: 0
initial_core_util: 0.0828
synth_flops: 4
critPathKind: "flip-flop to output port"
pwr-share-comb: 0.340
ys_chip_area_um2: 283
reg2reg_from: "q[1]"
seq_area_frac_synth: 0.425
peakVddDrop_uv: 322
arrival_ns: 1.39
first_pass_iters: 3
yosys.area_share.aoi: 0.133
grt_setup_unrepaired: "yes"
largest_register_ff_count: 4
ff2ff_path_depth: 6
top_area_cell: "edfxtp_1"
p_switching_w: 0.0000874
dieWidth_um: 80
dp_hpwl_um: 728
yosys-stat-cells: 26
fin_worst_skew_ns: 0.00134
yosys_warnings: 1
io_pins: 13
synth_area_um2: 283
period_used_share: 0.974
grt_max_degree: 6
initialDrtViolationCount: 11
cts-hold-fix-buffers: 0
p_seq_frac: 0.347
core_um2: 3420
crit_path_start: "q[1]"
die_area_um2: 6400
final_antenna_net_count: 0
p_int_w: 0.000268
slew_viol_final: 0
lay_top_cells: "clkdlybuf4s50_1, buf_4, edfxtp_1"
power.density_nw_per_um2: 652
clock_path_buffers: 2
worstSkewPairLatency_ns: 0.24
hold_viol_final: 0
crit-reg2reg-capture: "q[3]"
synth.logic.top_family: "adder cells"
fmax_mhz: 570
synth_top_area_share: 0.425
synthAdderAreaFrac: 0.159
critPathCaptureType: "output port"
rows: 21
synthMuxAreaShare: 0.0398
wl_per_cell_um: 9.21
io_buffer_count: 12
[final cells by class]
| cell class | count | area (um^2) | share of cell area |
|---|---|---|---|
| Clock buffer | 3 | 22.5 | 0.0413 |
| Sequential cell | 4 | 120 | 0.220 |
| Multi-Input combinational cell | 19 | 160 | 0.294 |
| Inverter | 3 | 11.3 | 0.0206 |
| Timing Repair Buffer | 20 | 174 | 0.319 |
| Tap cell | 46 | 57.6 | 0.106 |
[routing by layer]
| layer | track usage | vias to the layer above | part of all wire |
|---|---|---|---|
| met5 | 0.00833 | - | 0 |
| met4 | 0.00352 | 0 | 0.0091 |
| met3 | 0.0352 | 2 | 0.21 |
| met2 | 0.0361 | 22 | 0.40 |
| met1 | 0.0263 | 131 | 0.38 |
| li1 | - | 143 | - |
[logic make-up after synthesis]
kind of cell,Yosys count
and+or+nand+nor,7
AOI/OAI and AO/OA,6
adders and majority gates,3
muxes,1
DFF,4
buffers and inverters,3
xor gates and xnor gates,2
[power groups by stage]
stage     Combinational [W]  Clock, W  Sequential [W]
5_1_grt            0.000134  0.000121        0.000125
6_report           0.000121  0.000111        0.000123
4_1_cts            0.000120  0.000116        0.000123
[how the worst min path moves through the flow]
stage         start    to  slack [ns]  cells after the start
CTS            q[0]  q[0]        0.71                      2
global route   q[0]  q[0]        0.78                      2
finish         q[0]  q[0]        0.73                      2
[stage by stage]
stage                     setup slack (ns)  power, W  cells  hold WS, ns  utilization
after floorplan                      0.295  0.000166     26        0.551            -
after global placement              -0.418  0.000231     90        0.699        0.148
after detailed placement            -0.431  0.000236     90        0.706        0.148
after CTS                           0.0183  0.000359     95        0.711        0.158
after global routing               -0.0136  0.000380     95        0.779        0.160
final                               0.0462  0.000355     95        0.730        0.160
[synth_stat cells (all sizes together)]
master  n
a211o   1
a211oi  1
a21oi   2
a31oi   1
and3    1
and4    1
edfxtp  4
fa      1
ha      2
inv     3
mux2    1
nand2   1
nand3   1
nor2    2
o21ai   1
or4     1
xnor2   2
[worst max-delay path, cell delays in order, from the launching register on]
cell	delay [ns]
edfxtp_1	0.41
or4_1	0.49
nor2_1	0.10
a31oi_1	0.05
buf_2	0.12
[what timing repair did]
item / 4_1_cts / 5_1_grt
setup endpoints to repair: 3 / 2
setup buffers: 2 / 0
resized: 5 / 1
pin swaps: 2 / 2
No activity file was given, so power comes from the tool's default toggle rates.
